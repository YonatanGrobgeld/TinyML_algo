<file path="flow/run.sh">
#!/bin/bash
# OpenROAD 26Q1-2900-gdf79404cd8, Yosys 0.63+post, stock flow scripts
make -C /OpenROAD-flow-scripts/flow DESIGN_CONFIG=/design/flow/config.mk WORK_HOME=/design/flow/orfs finish
</file>
<file path="flow/config.mk">
export PLATFORM = sky130hd
export DESIGN_NAME = exp_lut
export DESIGN_NICKNAME = exp_lut
export VERILOG_FILES = /design/flow/design.v
export SDC_FILE = /design/flow/constraint.sdc
export NUM_CORES = 4
export LEC_CHECK = 1
export CORE_AREA = 10 10 70 70
export DIE_AREA = 0 0 80 80
</file>
<file path="flow/constraint.sdc">
current_design exp_lut

set clk_period 1.1
set clk_io_pct 0.2

create_clock -name clk0 -period $clk_period

set non_clock_inputs [all_inputs -no_clocks]
set_input_delay [expr $clk_period * $clk_io_pct] -clock clk0 $non_clock_inputs
set_output_delay [expr $clk_period * $clk_io_pct] -clock clk0 [all_outputs]
</file>
<file path="flow/design.v">
module exp_lut (
    input  wire        clk,
    input  wire        reset,
    input  wire [4:0]  index,
    output wire [15:0] value
);
    reg [15:0] lut [0:15];
    initial begin
        lut[0]  = 1024;   
        lut[1]  = 754;
        lut[2]  = 556;
        lut[3]  = 410;
        lut[4]  = 302;
        lut[5]  = 223;
        lut[6]  = 165;
        lut[7]  = 122;
        lut[8]  = 90;
        lut[9]  = 67;
        lut[10] = 50;
        lut[11] = 37;
        lut[12] = 28;
        lut[13] = 21;
        lut[14] = 16;
        lut[15] = 12;
    end
    wire [3:0] addr = index[3:0];
    assign value = lut[addr];
endmodule
</file>
==> metrics.cfg <==
[run_status]
status = complete, but fails checks
failed_checks = setup timing

[logic_synthesis]
yosys.area.top_type_share_pct = 21.8
ys_cells = 46
ys_sh_xor_pct = 2.55
synth-warning-count = 1
netlist_instances = 46
top_area_cell = ha_1
synth-compound-area-share_pct = 12.7
topCellsByArea = ha_1 (22%), mux2i_1 (15%), buf_4 (11%)
ys_seq_share_pct = 0
ys_sh_simple_pct = 17.1
synth_cell_types = 21
synth_area_um2 = 344
syn_area_per_cell_um2 = 7.48
ys_chip_area_um2 = 344
mux_share_pct = 22.2
logic_family = buffers and inverters
adder_share_pct = 21.8

[final_layout]
nClkBuffers = 0
layout-drive-gt1-share_pct = 65.8
flops = 0
area_growth_pct = 119
flop_area_um2 = 0
fill_cells = 372
post-route-cell-area_um2 = 752

[detailed_routing]
totalWireLength_um = 1330
drc = 0
vias = 419
drtIter0Drc = 22
ant_nets = 0
first_pass_iters = 4
antennaDiodeCount = 0
wire_per_inst_um = 10.6
vias_per_cell = 3.35

[hold_path]
min_path_cells = 3
min_path_type = in2out

[flow_run]
warning_count = 43
drv_cap = 0

[power]
p_leak_nw = 0.359
ir_worst_vdd_v = 0.0000936
power_density_nw_per_um2 = 363

[sta]
maxSlewViolCount = 0
grt_setup_unrepaired = true
worst_slack_ps = -351
fin_tns_setup_ps = -1750
fin_crit_sh_pct = 132
min_period_ps = 1450
hold_viol = 0
fmax_ghz = 0.689
holdWs_ps = 821
setup_viol = 10

[place]
dp_slack_ps = -1180
place.gp.congestion = 0.822
postPlaceCellArea_um2 = 596
hpwl_um = 927
io_buffers = 15

[die]
chip_area_um2 = 6400
initCoreUtil_pct = 10.1
die_w_um = 80
fp-row-count = 21
ios = 23
die_h_um = 80
core_area_um2 = 3420

[global_routing]
grt_max_degree = 8
grt_pass1_vias = 435
grt_overflow = 0
grtUsageTotal_pct = 4.05
antenna_found_initial = 0
grt_pass1_wl_um = 2170

[setup_path]
cp-start-kind = input pin
critPathMaxFanout = 4
path_class = in2out
end_kind = output port
cp_data_required_time_ps = 880
arrival_ps = 1230

[cts]
ctsHoldBuffers = 0

==> placed cells by master, fill, tap and decap left out, drive strengths merged <==
master,instances
nor2,3
or3,1
conb,5
clkdlybuf4s15,1
xnor2,1
nor3,1
mux2i,5
nand3,1
mux4,1
buf,36
ha,6
o31a,1
nor2b,2
o21ai,5
nand2,3
nor3b,1
a311o,1
inv,5
==> critical path, stage by stage <==
cell,delay [ps]
buf_8,90
inv_8,40
ha_4,270
inv_2,40
mux4_2,450
buf_2,130
==> power breakdown <==
| part | leakage [nW] | switching [W] | internal, W |
|---|---|---|---|
| clock network | 0 | 0 | 0 |
| registers | 0 | 0 | 0 |
| logic | 0.359 | 0.000109 | 0.000165 |
| total | 0.359 | 0.000109 | 0.000165 |
==> synth_stat cells <==
master   instances
o21ai_1          2
xnor2_1          1
mux2i_1          5
inv_2            2
buf_6            1
or3_1            1
nor3b_1          1
o31a_1           1
nor2_1           3
nand2_1          3
nor2b_1          2
o21ai_0          3
ha_1             6
mux4_1           1
inv_1            3
buf_2            2
nand3_1          1
conb_1           1
nor3_1           1
a311o_1          1
buf_4            5
==> kinds of logic after synthesis <==
| logic type | Yosys count |
|---|---|
| buf+inv | 13 |
| simple gates | 12 |
| compound gates | 7 |
| mux | 6 |
| fa+ha+maj | 6 |
| xor+xnor | 1 |
| other cells | 1 |
==> per-stage QoR <==
stage                     instances  power [W]  util (%)
after floorplan                  50  0.0000968         -
after global placement          113   0.000212      17.4
after detailed placement        113   0.000213      17.4
after CTS                       122   0.000253      20.9
after global routing            125   0.000303      22.0
final                           125   0.000273      22.0
==> area by class of cell <==
| cell class | count | area, um2 | area share, % |
|---|---|---|---|
| inverter | 5 | 33.8 | 4.49 |
| multi-input combinational | 37 | 353 | 46.9 |
| timing repair buffer | 37 | 308 | 40.9 |
| tap | 46 | 57.6 | 7.65 |
==> layer usage <==
metal / part of all wire [%] / vias up / GRT usage (%)
li1: - / 213 / -
met4: 0 / 0 / 0
met2: 43 / 15 / 6.26
met3: 8.4 / 0 / 1.25
met1: 48 / 191 / 5.70
met5: 0 / - / 0
==> timing repair <==
action	4_1_cts	5_1_grt
resized	88	6
pin swaps	11	8
endpoints found under the setup margin	11	11
setup buffers	12	5
==> path summary, 6_finish.rpt <==
kind,start,endpoint,slack [ps]
worst max-delay path,index[1],value[3],-350
worst min-delay path,index[3],value[4],820
Power is estimated from default activity; no workload was simulated.
